==> flow/design.v <==
module ALU (
    input [31:0] A, B,
    input [3:0] ALUsel,
    output [31:0] D,
    output wire Zero, Carry, Overflow
);
    wire [31:0] add_result, logic_result, shift_result, cmp_result;
    wire add_carry, add_overflow, cmp_zero, cmp_lt;
    Add_Sub a_s (
        .A(A),
        .B(B),
        .ALUsel(ALUsel[0]),
        .Result(add_result),
        .Carry(add_carry),
        .Overflow(add_overflow)
    );
    Logic_Unit logic_u (
        .A(A),
        .B(B),
        .ALUsel(ALUsel[1:0]),
        .Result(logic_result)
    );
    Shifter shift_u (
        .A(A),
        .B(B[4:0]),
        .ALUsel(ALUsel[1:0]),
        .Result(shift_result)
    );
    Comparator cmp_u (
        .A(A),
        .B(B),
        .ALUsel(ALUsel[0]),
        .lt(cmp_result),
        .zero(cmp_zero)
    );
    Mux_4to1 result_mux (
        .a(add_result),
        .b(logic_result),
        .c(shift_result),
        .d(cmp_result),
        .sel(ALUsel[3:2]),
        .out(D)
    );
    assign Zero = (D == 32'd0);
    assign Carry = add_carry;
    assign Overflow = add_overflow;
endmodule
module Add_Sub (
    input [31:0] A, B,
    input ALUsel,          
    output [31:0] Result,
    output Carry, Overflow
);
    wire [31:0] B_in;
    wire [32:0] sum;
    assign B_in = B ^ {32{ALUsel}};
    assign sum = {1'b0, A} + {1'b0, B_in} + ALUsel;
    assign Result = sum[31:0];
    assign Carry = sum[32];
    assign Overflow = (A[31] == B_in[31] && Result[31] != A[31]);
endmodule
module Comparator (
    input [31:0] A, B,
    input ALUsel,             
    output [31:0] lt, zero
);
    assign lt = (ALUsel == 1'b0) ? (A < B) :
                ($signed(A) < $signed(B));
    assign zero = (A == B);
endmodule
module Logic_Unit (
    input [31:0] A, B,
    input [1:0] ALUsel,      
    output [31:0] Result
);
    assign Result = (ALUsel == 2'b00) ? (A & B) :
                    (ALUsel == 2'b01) ? (A | B) :
                    (ALUsel == 2'b10) ? (A ^ B) : 32'd0;
endmodule
module Mux_4to1 (
    input [31:0] a, b, c, d,
    input [1:0] sel,
    output reg [31:0] out
);
    always @(*) begin
        case (sel)
            2'b00: out = a;
            2'b01: out = b;
            2'b10: out = c;
            2'b11: out = d;
            default: out = 32'd0;
        endcase
    end
endmodule
module Shifter (
    input [31:0] A,
    input [4:0] B,
    input [1:0] ALUsel,      
    output [31:0] Result
);
    assign Result = (ALUsel == 2'b01) ? (A << B) :
                    (ALUsel == 2'b10) ? (A >> B) :
                    (ALUsel == 2'b11) ? ($signed(A) >>> B) : 32'd0;
endmodule
==> flow/run.sh <==
#!/bin/bash
# OpenROAD 26Q1-2900-gdf79404cd8, Yosys 0.63+post, stock flow scripts
make -C /OpenROAD-flow-scripts/flow DESIGN_CONFIG=/design/flow/config.mk WORK_HOME=/design/flow/orfs finish
==> flow/config.mk <==
export PLATFORM = sky130hd
export DESIGN_NAME = ALU
export DESIGN_NICKNAME = ALU
export VERILOG_FILES = /design/flow/design.v
export SDC_FILE = /design/flow/constraint.sdc
export NUM_CORES = 4
export LEC_CHECK = 1
export CORE_UTILIZATION = 50
==> flow/constraint.sdc <==
current_design ALU

set clk_period 14.1
set clk_io_pct 0.2

create_clock -name clk0 -period $clk_period

set non_clock_inputs [all_inputs -no_clocks]
set_input_delay [expr $clk_period * $clk_io_pct] -clock clk0 $non_clock_inputs
set_output_delay [expr $clk_period * $clk_io_pct] -clock clk0 [all_outputs]
==> metrics.yaml <==
drt:
  wl_met3_um: 4544
  wirelength_um: 35740
  drt_iter0_markers: 881
  highest_layer: "met4"
  antenna_left: 0
  drt_first_pass_iters: 8
  wl_met2_um: 14950
  drc: 0
  via_count: 9633
  vias_per_cell: 6.945
  met1_length_um: 15010
  wl_per_cell_um: 25.77
  n_antenna_cell: 0
yosys:
  synth_top_area_share_pct: 18.34
  ys_cells: 1121
  ys_seq_share_pct: 0
  synth_area_per_cell_um2: 7.790
  yosys-stat-area_mm2: 0.008732
  netlist_area_mm2: 0.008732
  synthCells: 1121
  ys_types: 88
  yosys_warnings: 2
  largest_area_cell: "ha_1"
  ys_top_cells_by_area: "ha_1 (18%), mux4_2 (14%), mux2i_1 (9.4%), a21oi_1 (4.2%), xor2_1 (3.9%)"
grt:
  grt_max_degree: 56
  grt_pass1_wl_um: 54580
  grt_use_total_pct: 40.93
  overflow: 0
  grt_pass1_vias: 9003
  antenna_found_initial: 0
floorplanning:
  fp_util_pct: 51.92
  die_area_mm2: 0.01800
  num_rows: 47
  fp.dieW_um: 134.2
  core_mm2: 0.01682
  io_pins: 103
  die.size.y_um: 134.2
worst_hold_path:
  hold_end: "D[7]"
  whs_path_depth: 6
  hp-class: "in2out"
  worstHoldStart: "ALUsel[1]"
flow_run:
  maxCapViolCount: 0
  warnings: 98
placement:
  place_area_mm2: 0.009796
  routabilityCongestion: 1.045
  port_buffers: 103
  hpwl_um: 27310
setup_path:
  critPathMostFrequentCell: "or4_1"
  slowest_stage: "or4_1"
  path_delay_family: "buffers and inverters"
  crit_buf_inv: 3
  crit_path_cell_trace: "buf_2 -> buf_4 -> xor2_1 -> fa_1 -> a21o_1 -> a221o_1 -> a221oi_4 -> o21bai_1 -> xnor2_1 -> o211ai_1 -> or3_1 -> or4_1 -> or4_1 -> nor4_2 -> clkdlybuf4s50_1"
  cpPeakStageDelay_ps: 620
  cp-start-kind: "input pin"
  worst-endpoint-arrival_ps: 8240
  crit_fanout: 41
  worstSetupEndpointType: "output pin"
  critPathKind: "in2out"
  required_ps: 11280
finish:
  nClkBuffers: 0
  layout_top_cell: "ha_1"
  final_cell_mix: "ha_1 (128), clkdlybuf4s50_1 (97), mux2i_1 (82), inv_1 (80), nand2_1 (80)"
  areaGrowthSynthToFinish_pct: 12.18
  final_util_pct: 58.24
  final_area_mm2: 0.009796
  seq_area_um2: 0
  flops: 0
  drive_gt1_share_pct: 10.54
sta:
  whs_ps: 6828
  max_freq_ghz: 0.09040
  hold_viol: 0
  fin_crit_ps: 11060
  rsz0062_at_grt: "false"
  max-slew-margin-rel_pct: 43.65
  fin_setup_tns_ps: 0
  setup_viol: 0
  finalCritPeriodShare_pct: 78.45
  maxSlewViolCount: 0
  tightest_slew_ps: 843.4
power_and_ir_drop:
  leakage_nw: 4.188
  peakVddDrop_v: 0.00003257
  p_per_area_mw_per_mm2: 45.51
clock_network:
  cts_resized: 0
  postCtsHoldBufs: 0
  cts_setup_buffers: 0
run_status:
  status: "complete, no violations"
## how the worst max path moves through the flow
stage,slack [ps],startpoint,cells past startpoint,end
after CTS,3080,ALUsel[0],15,Zero
after global routing,2800,ALUsel[0],15,Zero
final,3040,ALUsel[0],15,Zero
## worst min-delay path, stage by stage
cell and delay [ps]:
buf_2 250, mux2i_1 200, o22ai_1 100, nand2_1 80
a21oi_1 120, clkdlybuf4s50_1 430
## Yosys cell counts (all sizes together), types with 6 or more instances
| library cell | number |
|---|---|
| nand4 | 9 |
| o21ai | 62 |
| nand2 | 80 |
| a21o | 14 |
| nor2b | 13 |
| mux4 | 54 |
| or4 | 7 |
| o21a | 8 |
| a221oi | 13 |
| clkbuf | 46 |
| a211oi | 14 |
| buf | 36 |
| a21oi | 75 |
| o221ai | 9 |
| xor2 | 39 |
| ha | 128 |
| nand2b | 10 |
| a31oi | 15 |
| nand3 | 16 |
| a2111oi | 6 |
| nor3 | 25 |
| nor4 | 9 |
| inv | 82 |
| and2 | 8 |
| mux2i | 83 |
| nor2 | 77 |
| xnor2 | 12 |
| mux2 | 14 |
| o31ai | 8 |
| o22ai | 35 |
| or3 | 6 |
| a31o | 6 |
| o211ai | 17 |
| and3 | 8 |
## stage by stage
step	worst slack, ps	cells	total power [mW]
2_1_floorplan	3948	1121	0.2790
3_3_place_gp	3187	1387	0.4337
3_5_place_dp	3093	1387	0.4324
4_1_cts	3078	1387	0.4350
5_1_grt	2798	1387	0.4798
6_report	3038	1387	0.4458
## per-layer routing
layer  track usage (%)  vias to the layer above
li1                  -                     4358
met1             59.98                     4577
met2             57.60                      607
met3             13.16                       91
met4             12.48                        0
met5                 0                        -
## layout make-up
cell class         count  area (µm²)
repair buffers       128        1191
multi-input cells    955        8011
fillers             1601        7023
inverters             84       317.8
well taps            220       275.3
## power breakdown
part / internal [mW] / total (mW) / switching [mW]
clock: 0 / 0 / 0
combinational: 0.189 / 0.446 / 0.257
sequential: 0 / 0 / 0
## cell families after synthesis
kind of cell	count (synthesis)	synth area share, %
xor+xnor	51	5.115
mux	151	25.39
fa+ha+maj	129	18.57
simple gates	282	15.68
compound gates	342	27.00
buf+inv	166	8.253
Power figures rest on the tool's default switching activity, not on a simulated workload.
