[flow/design.v]
`timescale 1ns / 1ps
module DMEM(
    input clk, 
    input reset, 
    input MemWrite, 
    input MemRead,
    input [31:0] Address, 
    input [31:0] writeData,
    output reg [31:0] readData   
);
    reg [31:0] Dmemory [63:0];  
    wire [5:0] memAddress = Address[7:2];   
    always @ (posedge clk) begin
        if (reset == 1'b1) begin
            for (integer i = 0; i < 64; i = i + 1) begin
                Dmemory[i] <= 32'h0;   
            end
        end
        else if (MemWrite) begin
            Dmemory[memAddress] <= writeData;
        end
    end
    always @(*) begin
        if (MemRead) begin
            readData = Dmemory[memAddress];
        end else begin
            readData = 32'h0;  
        end
    end
endmodule
[flow/run.sh]
#!/bin/bash
# OpenROAD 26Q1-2900-gdf79404cd8, Yosys 0.63+post, stock flow scripts
make -C /OpenROAD-flow-scripts/flow DESIGN_CONFIG=/design/flow/config.mk WORK_HOME=/design/flow/orfs finish
[flow/config.mk]
export PLATFORM = sky130hd
export DESIGN_NAME = DMEM
export DESIGN_NICKNAME = DMEM
export VERILOG_FILES = /design/flow/design.v
export SDC_FILE = /design/flow/constraint.sdc
export NUM_CORES = 4
export LEC_CHECK = 1
export CORE_UTILIZATION = 40
[flow/constraint.sdc]
current_design DMEM

set clk_period 40.5
set clk_io_pct 0.2

create_clock -name clk0 -period $clk_period [get_ports {clk}]

set non_clock_inputs [all_inputs -no_clocks]
set_input_delay [expr $clk_period * $clk_io_pct] -clock clk0 $non_clock_inputs
set_output_delay [expr $clk_period * $clk_io_pct] -clock clk0 [all_outputs]
==> impl_metrics.py <==
# Metrics from the implementation run
metrics = {
    "cts": {
        "post_cts_resized": 0,
        "holdBufCountCts": 0,
        "cts_buffers": 211,
        "clk_pin_slew_ns": 0.06,
        "post_cts_buffers": 0,
        "tritoncts": "done",
        "htreeDepth": 4,
        "ctsLongestPathBuffers": 3,
        "cts_sinks": 2048,
        "clk_root_buffer_cell": "clkbuf_16",
    },
    "floorplan": {
        "rows": 178,
        "fp.dieH_um": 490,
        "die_width_um": 490,
        "core-area_um2": 236000,
        "initial_utilization": 0.404,
        "die-area_um2": 240000,
        "io_pins": 100,
    },
    "logic_synthesis": {
        "postSynthCellCount": 7222,
        "async_flop_share": 0,
        "syn_avg_cell_area_um2": 13.2,
        "ys_seq_elements": 2048,
        "yosys_area_um2": 95300,
        "top_area_frac": 0.645,
        "edf_count": 2048,
        "ys_top_cells_by_area": "edfxtp_1, and2_1, a221oi_1, clkbuf_1, a22oi_1",
        "top_area_cell": "edfxtp_1",
        "yosys_warnings": 1,
        "postSynthSeqShare": 0.645,
        "yosys_most_used_dff": "edfxtp_1",
        "yosysUniqueCellTypes": 69,
        "netlist_area_um2": 95300,
        "ys_cells": 7222,
    },
    "flow_run": {
        "warning_count": 52,
        "max-cap-violations": 0,
    },
    "global_routing": {
        "grt_first_pass_wirelength_um": 434000,
        "grt_pass1_vias": 59600,
        "grt-ovfl-total": 0,
        "grt_max_degree": 87,
        "grtUsageTotal": 0.271,
        "antenna_found_initial": 13,
    },
    "drt": {
        "vias_per_cell": 5.67,
        "postRouteAntennaNets": 0,
        "drtIter0Drc": 3814,
        "remaining_drc_errors": 0,
        "dr.pass1.iters": 8,
        "via_count": 58700,
        "wl_um": 303000,
        "wl_per_cell_um": 29.3,
    },
    "layout": {
        "lay_top_cells": "and2_1, edfxtp_1, buf_4",
        "largest-register": "Dmemory",
        "post-route-util": 0.447,
        "flop_area_um2": 61500,
        "reg.largest.list": "Dmemory (2048)",
        "layout-drive-gt1-share": 0.133,
        "comb_area_um2": 30600,
        "nFillCells": 20400,
        "layout_top_cell": "and2_1",
        "largest_reg_flops": 2048,
        "area_growth_pct": 10.6,
    },
    "final_timing": {
        "finalWorstSetupSlack_ns": 18.97,
        "drv_slew": 0,
        "hold_viol": 0,
        "timing.final.crit_share": 0.531,
        "rsz0062_at_grt": "false",
        "clock.fmax_mhz": 46.5,
        "slew_headroom": 0.277,
        "finalSetupViolCount": 0,
        "fin_setup_tns_ns": 0,
        "tightest_slew_ns": 1.07,
        "period_minus_slack_ns": 21.53,
    },
    "place": {
        "place.gp.congestion": 0.934,
        "dp_hpwl_um": 179000,
        "dp_slack_ns": 18.96,
        "portBuffers": 73,
    },
    "pwr": {
        "power_density_nw_per_um2": 44.3,
        "p_leak_nw": 36.1,
        "vdd_drop_max_v": 0.0000369,
    },
    "worst_setup_path": {
        "critical_path_arrival_ns": 13.43,
        "critPathRequiredTime_ns": 32.40,
        "cp-start-kind": "input port",
        "crit_type": "in -> out",
        "endpoint_kind": "primary output",
        "cp_max_fo": 57,
    },
    "min_path": {
        "holdCritPathClass": "in -> reg",
    },
    "status": {
        "status": "finished clean",
    },
}
-- area by class of cell --
| class | count | area share |
|---|---|---|
| clock inverters | 99 | 0.00778 |
| repair buffers | 389 | 0.0285 |
| multi-input cells | 4364 | 0.290 |
| diodes | 7 | 0.000166 |
| flip-flops and latches | 2048 | 0.583 |
| clock buffers | 276 | 0.0528 |
| inverters | 5 | 0.000249 |
| well taps | 3150 | 0.0374 |
-- critical path, stage by stage --
cell and delay [ns]:
buf_8 0.36, buf_4 0.44, buf_4 0.52, buf_4 0.51, buf_4 0.58, nor2_4 0.26
buf_4 0.39, a22oi_1 0.29, a311oi_1 0.21, nor4_1 0.58, buf_4 0.31, a41oi_1 0.20
clkdlybuf4s50_1 0.51
-- synthesized netlist by cell type, types with 9 or more instances --
cell type,count
or2_2,77
clkbuf_2,26
o211ai_1,59
a311oi_1,14
or3_1,15
a221oi_1,225
edfxtp_1,2048
a2111oi_0,18
o221ai_1,44
and2_1,2054
a22o_1,42
and3b_1,20
and4b_1,14
mux2i_1,161
or3b_2,22
a222oi_1,14
buf_2,175
buf_1,56
nor2_1,126
o22ai_1,38
nand3_1,38
o22a_1,28
clkbuf_1,507
o2111ai_1,27
buf_6,17
a21oi_1,171
nor4_1,16
mux2_2,105
nand3b_1,153
a21o_1,28
a22oi_1,243
nand2b_1,44
o21ai_0,147
and3_1,99
mux4_2,42
nand2_1,89
a41oi_1,31
nor2_4,9
nor3_1,9
nor3b_1,83
buf_4,24
o21bai_1,13
-- cell families (layout without fill, tap and decap cells) --
logic type	count (synthesis)	after routing	synth area share
buf+inv	810	769	0.0368
mux	308	308	0.0392
other cells	0	7	0
simple gates	2895	2895	0.190
compound gates	1161	1161	0.0889
flops	2048	2048	0.645
-- power by group --
group / switching, W / internal (W)
Combinational: 0.000264 / 0.000103
Sequential: 0.0000260 / 0.00244
Clock: 0.000810 / 0.00104
-- final timing paths --
check               to  slack (ns)  depth (start not counted)          start
max       readData[22]       18.97                         13     Address[4]
min    Dmemory[19][29]        7.64                          2  writeData[29]
-- routing by layer --
metal	part of all wire	vias to the layer above	track usage
met5	0.0013	-	0.0101
met4	0.054	18	0.115
met3	0.16	587	0.182
met2	0.45	3126	0.386
met1	0.34	28800	0.329
li1	-	26100	-
-- metrics by stage --
stage	power [W]	cell area (um2)	hold WS (ns)	instances
floorplan	0.00270	95300	8.56	7222
global placement	0.00287	99000	8.53	9956
detailed placement	0.00287	99000	8.54	9956
CTS	0.00470	105000	7.62	10300
global route	0.00481	105000	7.65	10300
finish	0.00468	105000	7.64	10300
Power and IR drop assume default switching activity.
