`flow/config.mk`:
```
export PLATFORM = sky130hd
export DESIGN_NAME = RegFile
export DESIGN_NICKNAME = RegFile
export VERILOG_FILES = /design/flow/design.v
export SDC_FILE = /design/flow/constraint.sdc
export NUM_CORES = 4
export LEC_CHECK = 1
export CORE_UTILIZATION = 30
```
`flow/constraint.sdc`:
```
current_design RegFile

set clk_period 7.5
set clk_io_pct 0.2

create_clock -name clk0 -period $clk_period [get_ports {clk}]

set non_clock_inputs [all_inputs -no_clocks]
set_input_delay [expr $clk_period * $clk_io_pct] -clock clk0 $non_clock_inputs
set_output_delay [expr $clk_period * $clk_io_pct] -clock clk0 [all_outputs]
```
`flow/design.v`:
```
`timescale 1ns / 1ps
`timescale 1ns / 1ps
module RegFile(
    input clk, reset, RegW,
    input [4:0] Rs1,  
    input [4:0] Rs2,  
    input [4:0] Rd,   
    input [31:0] Wd,
    output [31:0] rd1, rd2
    );
    reg [31:0] Registers [31:0];   
    assign rd1 = Registers[Rs1];
    assign rd2 = Registers[Rs2];
    initial begin
        Registers[0] = 32'b0;   
        Registers[1] = 32'b0;
        Registers[2] = 32'b0;
        Registers[3] = 32'b0;
        Registers[4] = 32'b0;
        Registers[5] = 32'b0;
        Registers[6] = 32'b0;
        Registers[7] = 32'b0;
        Registers[8] = 32'b0;
        Registers[9] = 32'b0;
        Registers[10] = 32'b0;
        Registers[11] = 32'b0;
        Registers[12] = 32'b0;
        Registers[13] = 32'b0;
        Registers[14] = 32'b0;
        Registers[15] = 32'b0;
        Registers[16] = 32'b0;
        Registers[17] = 32'b0;
        Registers[18] = 32'b0;
        Registers[19] = 32'b0;
        Registers[20] = 32'b0;
        Registers[21] = 32'b0;
        Registers[22] = 32'b0;
        Registers[23] = 32'b0;
        Registers[24] = 32'b0;
        Registers[25] = 32'b0;
        Registers[26] = 32'b0;
        Registers[27] = 32'b0;
        Registers[28] = 32'b0;
        Registers[29] = 32'b0;
        Registers[30] = 32'b0;
        Registers[31] = 32'b0;
    end
    always @ (posedge clk) begin
        if (RegW == 1'b1 && Rd != 5'b00000) begin
            Registers[Rd] <= Wd;   
        end
    end
endmodule
```
`flow/run.sh`:
```
#!/bin/bash
# OpenROAD 26Q1-2900-gdf79404cd8, Yosys 0.63+post, stock flow scripts
make -C /OpenROAD-flow-scripts/flow DESIGN_CONFIG=/design/flow/config.mk WORK_HOME=/design/flow/orfs finish
```
==> flow_metrics.tcl <==
# flow metrics
set metrics [dict create \
    outcome "finished clean" \
    p_seq_share_pct 51.4 \
    core-area_sq_um 161000 \
    rows 147 \
    ys_seq_share_pct 63.1 \
    period_used_pct 82.7 \
    ys_warn_count 1 \
    fin_cells 5768 \
    fmax_mhz 161 \
    relSlewSlack_pct 39.2 \
    top_usage_layer "met2" \
    wl_per_cell_um 26.1 \
    grt.met3_usage_pct 14.0 \
    rsz0062_at_grt "no" \
    top_cell_area_share_pct 63.1 \
    globalplace.congestion 0.855 \
    critPathKind "in2out" \
    ctsHoldBuffers 0 \
    crit_chain "clkdlybuf4s50_1, nor2b_4, buf_12, buf_4, a22o_1, nor3_1, a31oi_1, nand3_1, clkdlybuf4s50_1" \
    ant_nets 0 \
    report.final.slew_viol_count 0 \
    common_cells "1024 x edfxtp_1, 1024 x mux2i_1, 195 x nand2_1, 194 x nand3_1" \
    via_per_inst 5.32 \
    ys_area_sq_um 48800 \
    cts_setup_buffers 0 \
    htreeDepth 3 \
    start_kind "input pin" \
    layout-drive-gt1-share_pct 9.24 \
    tightest_slew_ns 0.908 \
    ctsResizeCount 0 \
    required_ns 6.00 \
    path_clk_slew_ns 0.06 \
    slowest_delay_ns 0.65 \
    hold_end "Registers[24][11]$_DFFE_PP_" \
    total_leakage_power_nw 20.2 \
    cap_violations 0 \
    finalSetupViolations 0 \
    final_util_pct 34.8 \
    grt_pass1_wl_um 213000 \
    flop_cell "edfxtp_1" \
    crit_slowest_cell "nor2b_4" \
    crit_family "buffers and inverters" \
    dp.final_hpwl_um 83900 \
    critPathBufInv 4 \
    period_needed_ns 6.20 \
    end_kind "output pin" \
    largest_reg_flops 1024 \
    pwr-share-comb_pct 9.6 \
    edf_count 1024 \
    dr.pass1.iters 6 \
    synthCells 3386 \
    boundaryPins 114 \
    postRouteWirelength_um 150000 \
    fillCellCount 15200 \
    cts_buffers 103 \
    initCoreUtil_pct 30.3 \
    antenna_found_initial 14 \
    pwr-share-clk_pct 39.0 \
    fp.dieH_um 405 \
    power_density_nw_per_um2 223 \
    chip_area_sq_um 164000 \
    tns_ns 0 \
    crit_top_cell "clkdlybuf4s50_1" \
    p_switching_mw 2.93 \
    top_register "Registers" \
    portBuffers 112 \
    clock-root-buffer "clkbuf_16" \
    topCellsByArea "edfxtp_1 63%, mux2i_1 21%, a22oi_1 3.0%, a22o_1 2.3%, nand3_1 2.0%" \
    yosysTopAreaCell "edfxtp_1" \
    vias 30700 \
    synth_area_sq_um 48800 \
    p_sw_share_pct 23.5 \
    hold_path_class "in2reg" \
    warnings 27 \
    clock-sinks 1024 \
    grt_usage_pct 19.1 \
    reg_top3 "Registers: 1024 flops" \
    drc 0 \
    drt_iter0_drc 1865 \
    use_met2_pct 28.6 \
    grt_max_degree 99 \
    hold_viol 0 \
    holdPathStages 2 \
    intPower_mw 9.54 \
    yosysCellCount 3386 \
    synth_flops 1024 \
    area_delta_synth_final_pct 14.8 \
    min_from "Wd[11]" \
    cp_max_fo 31 \
    ir_worst_vdd_mv 0.184 \
    cp.arrival_ns 4.70 \
    synth.avg_cell_area_sq_um 14.4 \
    grtUsageMet1_pct 22.3 \
    dp_cells 5578 \
    cts.path.max_buffers 3 \
    grt_overflow 0 \
    async_flop_share_pct 0 \
    grt_pass1_vias 31700 \
    dieWidth_um 405 \
    cts_tree "built" \
    ys_types 24 \
]
==> final cells by class <==
cell class                      count  area (sq um)  share of cell area [%]
Sequential cell                  1024         30700                    54.9
Antenna cell                        3          7.51                  0.0134
Tap cell                         2160          2700                    4.83
Clock buffer                      118          2660                    4.74
Multi-Input combinational cell   2140         16900                    30.2
Clock inverter                     69           499                   0.892
Timing Repair Buffer              254          2480                    4.44
==> power by group through the flow <==
stage | clock network (mW) | registers, mW | logic [mW]
5_1_grt | 5.15 | 6.42 | 1.27
4_1_cts | 4.94 | 6.41 | 1.19
6_report | 4.87 | 6.41 | 1.19
==> routing by layer <==
metal	part of all wire [%]	vias up
met1	36	15100
met4	2.4	20
met5	0.11	-
li1	-	13600
met3	16	222
met2	45	1728
==> cells in the final DEF, fill, tap and decap left out, types with 5 or more instances in the layout <==
cell type,instances
buf_12,23
nand3b_1,5
mux2i_1,1024
clkinvlp_4,6
clkbuf_16,104
nand2_1,193
a22oi_1,192
a31oi_1,64
edfxtp_1,1024
a22o_1,128
clkbuf_1,14
a21oi_1,192
bufinv_16,5
clkdlybuf4s50_1,110
clkinv_1,34
clkinv_2,18
conb_1,32
nor2_4,33
buf_4,119
nand3_1,194
nor3_1,64
==> per-stage QoR <==
step	hold WS, ns	total power [mW]	instance area (sq um)	setup WS [ns]
after floorplan	1.60	7.20	48900	3.45
after global placement	2.33	7.72	52800	1.36
after detailed placement	2.33	7.72	52800	1.35
after CTS	1.58	12.5	56000	1.34
after global routing	1.63	12.8	56000	1.17
final	1.62	12.5	56000	1.30
==> kinds of logic after synthesis <==
group                  Yosys count  synth area share (%)
other                            1               0.00769
AOI/OAI and AO/OA              576                  8.05
DFF                           1024                  63.1
buffers and inverters          253                  3.15
muxes                         1024                  21.0
and+or+nand+nor                508                  4.71
==> how the worst max path moves through the flow <==
stage | cells past startpoint | endpoint | slack (ns) | start
4_1_cts | 9 | rd2[26] | 1.34 | Rs2[2]
5_1_grt | 9 | rd2[26] | 1.17 | Rs2[2]
6_report | 9 | rd2[10] | 1.30 | Rs2[2]
Power and IR drop assume default switching activity.
